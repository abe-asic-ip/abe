==> design.v <==
timeunit 1ns; timeprecision 1ps;
package rad_cdc_meta_cfg_pkg;
  parameter realtime CDC_T_SETUP = 100ps;
  parameter realtime CDC_T_HOLD = 100ps;
  parameter int unsigned CDC_RAND_SEED = 32'hC0FFEE01;
endpackage
timeunit 1ns; timeprecision 1ps;
`default_nettype none
module rad_cdc_mcp #(
    parameter int unsigned WIDTH = 8
) (
    output logic             aready,
    input  logic [WIDTH-1:0] adatain,
    input  logic             asend,
    input  logic             aclk,
    input  logic             arst_n,
    output logic [WIDTH-1:0] bdata,
    output logic             bvalid,
    input  logic             bload,
    input  logic             bclk,
    input  logic             brst_n
);
  logic [WIDTH-1:0] adata;
  logic             a_en;   
  logic             bq2_en;   
  logic             b_ack;   
  logic             aq2_ack;   
  rad_cdc_sync u_async_to_b (
      .sync_o (bq2_en),
      .async_i(a_en),
      .clk    (bclk),
      .rst_n  (brst_n)
  );
  rad_cdc_sync u_async_to_a (
      .sync_o (aq2_ack),
      .async_i(b_ack),
      .clk    (aclk),
      .rst_n  (arst_n)
  );
  rad_cdc_mcp_amcp_send #(
      .WIDTH(WIDTH)
  ) u_amcp_send (
      .adata  (adata),
      .a_en   (a_en),
      .aready (aready),
      .adatain(adatain),
      .asend  (asend),
      .aq2_ack(aq2_ack),
      .aclk   (aclk),
      .arst_n (arst_n)
  );
  rad_cdc_mcp_bmcp_recv #(
      .WIDTH(WIDTH)
  ) u_bmcp_recv (
      .bdata (bdata),
      .bvalid(bvalid),
      .b_ack (b_ack),
      .adata (adata),
      .bload (bload),
      .bq2_en(bq2_en),
      .bclk  (bclk),
      .brst_n(brst_n)
  );
endmodule
`default_nettype wire
timeunit 1ns; timeprecision 1ps;
`default_nettype none
module rad_cdc_mcp_amcp_send #(
    parameter int unsigned WIDTH = 8
) (
    output logic [WIDTH-1:0] adata,   
    output logic             a_en,    
    output logic             aready,  
    input logic [WIDTH-1:0] adatain,   
    input logic             asend,     
    input logic             aq2_ack,   
    input logic             aclk,
    input logic             arst_n
);
  logic aack;   
  logic send_now;   
  rad_pulse_gen u_plsgen (
      .pulse(aack),
      .q    (),          
      .d    (aq2_ack),
      .clk  (aclk),
      .rst_n(arst_n)
  );
  rad_cdc_mcp_asend_fsm u_asend_fsm (
      .aready(aready),
      .asend (asend),
      .aack  (aack),
      .aclk  (aclk),
      .arst_n(arst_n)
  );
  assign send_now = asend && aready;
  always_ff @(posedge aclk or negedge arst_n) begin
    if (!arst_n) begin
      a_en <= 1'b0;
    end else if (send_now) begin
      a_en <= ~a_en;
    end
  end
  always_ff @(posedge aclk or negedge arst_n) begin
    if (!arst_n) begin
      adata <= '0;
    end else if (send_now) begin
      adata <= adatain;
    end
  end
endmodule
`default_nettype wire
timeunit 1ns; timeprecision 1ps;
`default_nettype none
module rad_cdc_mcp_asend_fsm (
    output logic aready,   
    input  logic asend,    
    input  logic aack,     
    input  logic aclk,
    input  logic arst_n
);
  typedef enum logic [0:0] {
    READY = 1'b1,
    BUSY  = 1'b0
  } state_e;
  state_e state, next_state;
  always_ff @(posedge aclk or negedge arst_n) begin
    if (!arst_n) begin
      state <= READY;
    end else begin
      state <= next_state;
    end
  end
  always_comb begin
    next_state = state;
    unique case (state)
      READY:   if (asend) next_state = BUSY;
      BUSY:    if (aack) next_state = READY;
      default: next_state = READY;
    endcase
  end
  assign aready = (state == READY);
endmodule
`default_nettype wire
timeunit 1ns; timeprecision 1ps;
`default_nettype none
module rad_cdc_mcp_back_fsm (
    output logic bvalid,   
    input  logic bload,    
    input  logic b_en,     
    input  logic bclk,
    input  logic brst_n
);
  typedef enum logic [0:0] {
    READY = 1'b1,   
    WAIT  = 1'b0    
  } state_e;
  state_e state, next_state;
  always_ff @(posedge bclk or negedge brst_n) begin
    if (!brst_n) begin
      state <= WAIT;
    end else begin
      state <= next_state;
    end
  end
  always_comb begin
    next_state = state;
    unique case (state)
      READY: if (bload) next_state = WAIT;
      WAIT: if (b_en) next_state = READY;
      default: next_state = WAIT;
    endcase
  end
  assign bvalid = (state == READY);
endmodule
`default_nettype wire
timeunit 1ns; timeprecision 1ps;
`default_nettype none
module rad_cdc_mcp_bmcp_recv #(
    parameter int unsigned WIDTH = 8
) (
    output logic [WIDTH-1:0] bdata,
    output logic             bvalid,   
    output logic             b_ack,    
    input logic [WIDTH-1:0] adata,    
    input logic             bload,    
    input logic             bq2_en,   
    input logic             bclk,
    input logic             brst_n
);
  logic b_en;   
  logic load_data;   
  rad_pulse_gen u_plsgen (
      .pulse(b_en),
      .q    (),         
      .d    (bq2_en),
      .clk  (bclk),
      .rst_n(brst_n)
  );
  rad_cdc_mcp_back_fsm u_back_fsm (
      .bvalid(bvalid),
      .bload (bload),
      .b_en  (b_en),
      .bclk  (bclk),
      .brst_n(brst_n)
  );
  assign load_data = bvalid && bload;
  always_ff @(posedge bclk or negedge brst_n) begin
    if (!brst_n) begin
      b_ack <= 1'b0;
    end else if (load_data) begin
      b_ack <= ~b_ack;
    end
  end
  always_ff @(posedge bclk or negedge brst_n) begin
    if (!brst_n) begin
      bdata <= '0;
    end else if (load_data) begin
      bdata <= adata;
    end
  end
endmodule
`default_nettype wire
timeunit 1ns; timeprecision 1ps;
`default_nettype none
module rad_cdc_sync #(
    parameter int unsigned STAGES                   = 2,
    parameter bit          RESET                    = 1'b0
) (
    input  logic clk,
    input  logic rst_n,
    input  logic async_i,
    output logic sync_o
);
  localparam int RadCdcStagesOk = (STAGES >= 2) ? 1 : -1;
  typedef logic [RadCdcStagesOk-1:0] rad_cdc_stages_must_be_ge_2;
  (* ASYNC_REG = "true" *) logic [STAGES-1:0] shreg;
  always_ff @(posedge clk or negedge rst_n) begin
    if (!rst_n) shreg <= {STAGES{RESET}};
    else begin
      shreg[0] <= async_i;
      for (int unsigned i = 1; i < STAGES; i++) shreg[i] <= shreg[i-1];
    end
  end
  assign sync_o = shreg[STAGES-1];
endmodule
`default_nettype wire
timeunit 1ns; timeprecision 1ps;
`default_nettype none
module rad_pulse_gen (
    output logic pulse,
    output logic q,
    input  logic d,
    input  logic clk,
    input  logic rst_n
);
  always_ff @(posedge clk or negedge rst_n) begin
    if (!rst_n) begin
      q <= 1'b0;
    end else begin
      q <= d;
    end
  end
  assign pulse = q ^ d;
endmodule
`default_nettype wire
==> run.sh <==
#!/bin/bash
# OpenROAD 26Q1-2900-gdf79404cd8, Yosys 0.63+post, stock flow scripts
make -C /OpenROAD-flow-scripts/flow DESIGN_CONFIG=/design/flow/config.mk WORK_HOME=/design/flow/orfs finish
==> config.mk <==
export PLATFORM = sky130hd
export DESIGN_NAME = rad_cdc_mcp
export DESIGN_NICKNAME = rad_cdc_mcp
export VERILOG_FILES = /design/flow/design.v
export SDC_FILE = /design/flow/constraint.sdc
export NUM_CORES = 4
export LEC_CHECK = 1
export CORE_AREA = 10 10 92 92
export DIE_AREA = 0 0 102 102
export SYNTH_HDL_FRONTEND = slang
==> constraint.sdc <==
current_design rad_cdc_mcp

set clk_period 1.8
set clk_io_pct 0.2

create_clock -name clk0 -period $clk_period [get_ports {aclk}]
create_clock -name clk1 -period $clk_period [get_ports {bclk}]

set non_clock_inputs [all_inputs -no_clocks]
set_input_delay [expr $clk_period * $clk_io_pct] -clock clk0 $non_clock_inputs
set_output_delay [expr $clk_period * $clk_io_pct] -clock clk0 [all_outputs]
==> impl_metrics.env <==
# source this file to load flow results
export IMPL_netlist_area_um2=905
export IMPL_vias=502
export IMPL_flow_area_growth_from_synthesis_pct=45.0
export IMPL_drt_wl_total_um=1880
export IMPL_report_final_hold_viol_count=0
export IMPL_remaining_drc_errors=0
export IMPL_max_slew_margin_rel=0.619
export IMPL_design_area_um2=1310
export IMPL_synthesis_instances=50
export IMPL_last_weighted_congestion_value_of_the_routability_driven_placer=0.646
export IMPL_worst_setup_hold_path_clk_slew_ns=0.05
export IMPL_numClockSinks=26
export IMPL_path_cells="clkdlybuf4s50_1"
export IMPL_post_cts_hold_buffer_count=0
export IMPL_global_route_overflow_total=0
export IMPL_fin_ws_ns=0.166
export IMPL_setup_violations_final=0
export IMPL_timing_setup_tns_ns=0
export IMPL_worst_pin_slew_ns=0.570
export IMPL_post_synth_and_or_nand_nor_area_fraction=0.0249
export IMPL_startpoint_of_the_lowest_slack_register_to_register_path="u_amcp_send.u_asend_fsm.aready"
export IMPL_design_portCount=24
export IMPL_critical_path_n_buffers_inverters=1
export IMPL_worst_setup_sp_type="register"
export IMPL_top_logic_kind="multiplexers"
export IMPL_hold_path_class="reg -> reg"
export IMPL_power_density_nw_per_um2=853
export IMPL_number_of_violations_of_the_max_capacitance_limit=0
export IMPL_worstSetupPathType="reg -> out"
export IMPL_chipWidth_um=102
export IMPL_post_synth_ao_oa_area_fraction=0.0166
export IMPL_path_delay_family="flip-flops"
export IMPL_grt_util_all_layers=0.0394
export IMPL_launch_point_of_the_critical_path="u_amcp_send.u_asend_fsm.aready"
export IMPL_pre_cts_slack_ns=0.348
export IMPL_place_area_um2=1220
export IMPL_synth_ff_latch_count=26
export IMPL_clock_skew_final_ns=0.00428
export IMPL_crit_path_end_kind="output port"
export IMPL_antennaDiodeCount=0
export IMPL_cts_tree="yes"
export IMPL_ys_cells=50
export IMPL_worst_endpoint_arrival_ns=1.27
export IMPL_buffer_ports_inserted=22
export IMPL_post_synth_mux_area_share=0.199
export IMPL_path_max_fanout=3
export IMPL_postLayoutCoreUtil=0.203
export IMPL_design_core_area_um2=6460
export IMPL_synthXorXnorAreaFrac=0.0387
export IMPL_outcome="finished clean"
export IMPL_detailedPlacementHpwl_um=1540
export IMPL_total_leakage_power_nw=0.631
export IMPL_vias_in_the_first_global_route=568
export IMPL_grt_setup_unrepaired="false"
export IMPL_crit_path_top_delay_cell="sky130_fd_sc_hd__dfstp_2"
export IMPL_drive_gt1_frac=0.313
export IMPL_antenna_left=0
export IMPL_floorplan_initialDensity=0.140
export IMPL_post_cts_resize_count=0
export IMPL_slew_violations=0
export IMPL_initialDrtViolationCount=11
export IMPL_hold_worst_slack_ns=0.350
export IMPL_die_height_um=102
export IMPL_wl_per_cell_um=12.0
export IMPL_vdd_ir_drop_max_v=0.000353
export IMPL_post_cts_setup_buffers=0
export IMPL_stage_log_warnings=26
export IMPL_antenna_found_initial=0
export IMPL_postSynthAreaPerCell_um2=18.1
export IMPL_grt_max_degree=14
export IMPL_route_detailed_vias_per_inst=3.20
export IMPL_drtPass1Iterations=3
export IMPL_timing_critical_path_required_ns=1.44
export IMPL_synth_lib_cells_used_distinct=7
export IMPL_synth_adder_area_share=0
export IMPL_ys_chip_area_um2=905
export IMPL_floorplan_die_area_um2=10400
export IMPL_global_route_wire_length_before_repair_um=3090
export IMPL_yosysWarnings=0
export IMPL_synth_seq_area_share=0.721
export IMPL_hold_path_startpoint="u_async_to_a.shreg[0]"
export IMPL_worst_path_largest_cell_delay_ns=0.56
export IMPL_std_cell_rows=29
==> synthesized netlist by cell type (all sizes together) <==
| master | number | share of area |
|---|---|---|
| nand2 | 2 | 0.025 |
| mux2 | 16 | 0.20 |
| xor2 | 2 | 0.019 |
| dfrtp | 25 | 0.69 |
| dfstp | 1 | 0.029 |
| xnor2 | 2 | 0.019 |
| o21a | 2 | 0.017 |
==> kinds of logic after synthesis <==
logic type                Yosys count
and+or+nand+nor                     2
xor gates and xnor gates            4
AOI/OAI and AO/OA                   2
DFF                                26
muxes                              16
==> report_power, final <==
| part | switching, mW | total [mW] | leakage, nW | internal [mW] |
|---|---|---|---|---|
| clock network | 0.184 | 0.495 | 0.0455 | 0.311 |
| registers | 0 | 0.586 | 0.360 | 0.586 |
| logic | 0.0147 | 0.0377 | 0.226 | 0.0229 |
| total | 0.199 | 1.12 | 0.631 | 0.920 |
==> final timing paths <==
path	end	slack, ns	cells past startpoint
min	u_async_to_a.shreg[1]	0.35	0
max	aready	0.17	1
min reg2reg	u_async_to_a.shreg[1]	0.35	0
min in group asynchronous	u_async_to_a.shreg[1]	0.49	1
max reg2reg	u_amcp_send.adata[0]	0.72	2
min in group clk1	u_async_to_b.shreg[1]	0.35	0
max in group asynchronous	u_bmcp_recv.bdata[6]	0.93	1
max in group clk1	u_bmcp_recv.bdata[4]	0.59	3
==> state kept, by name (all words and copies together), names as in the netlist <==
register / count
u_amcp_send.u_plsgen.q: 1
u_bmcp_recv.u_plsgen.q: 1
u_async_to_a.shreg: 2
u_amcp_send.adata: 8
u_bmcp_recv.u_back_fsm.bvalid: 1
u_amcp_send.a_en: 1
u_amcp_send.u_asend_fsm.aready: 1
u_bmcp_recv.bdata: 8
u_async_to_b.shreg: 2
u_bmcp_recv.b_ack: 1
==> layout make-up <==
class | count | area (um^2)
fillers | 693 | 5150
flip-flops and latches | 26 | 652
multi-input cells | 24 | 253
repair buffers | 22 | 220
well taps | 77 | 96.3
clock buffers | 8 | 90.1
==> cell usage in the layout, fill, tap and decap left out <==
master                            count
sky130_fd_sc_hd__mux2_2              16
sky130_fd_sc_hd__clkbuf_1             2
sky130_fd_sc_hd__clkbuf_8             6
sky130_fd_sc_hd__nand2_4              2
sky130_fd_sc_hd__xor2_1               2
sky130_fd_sc_hd__xnor2_1              2
sky130_fd_sc_hd__dfrtp_1             25
sky130_fd_sc_hd__dfstp_2              1
sky130_fd_sc_hd__clkdlybuf4s50_1     22
sky130_fd_sc_hd__o21a_1               2
==> stage by stage <==
stage | total power [mW] | std cells
6_report | 1.12 | 157
5_1_grt | 1.18 | 157
2_1_floorplan | 0.596 | 50
4_1_cts | 1.14 | 157
3_5_place_dp | 0.634 | 149
3_3_place_gp | 0.633 | 149
==> metal layers <==
layer	wire length [um]	vias up	GRT usage
li1	-	228	-
met1	710	251	0.0419
met2	879	19	0.0598
met3	269	4	0.0348
met5	0	-	0
met4	19	0	0.00434
Power figures rest on the tool's default switching activity, not on a simulated workload.
