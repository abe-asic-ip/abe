$ cat flow/run.sh
#!/bin/bash
# OpenROAD 26Q1-2900-gdf79404cd8, Yosys 0.63+post, stock flow scripts
make -C /OpenROAD-flow-scripts/flow DESIGN_CONFIG=/design/flow/config.mk WORK_HOME=/design/flow/orfs finish
$ cat flow/config.mk
export PLATFORM = sky130hd
export DESIGN_NAME = rad_async_fifo
export DESIGN_NICKNAME = rad_async_fifo
export VERILOG_FILES = /design/flow/design.v
export SDC_FILE = /design/flow/constraint.sdc
export NUM_CORES = 4
export LEC_CHECK = 1
export CORE_UTILIZATION = 40
export SYNTH_HDL_FRONTEND = slang
$ cat flow/constraint.sdc
current_design rad_async_fifo

set clk_period 3.3
set clk_io_pct 0.2

create_clock -name clk0 -period $clk_period [get_ports {rclk}]
create_clock -name clk1 -period $clk_period [get_ports {wclk}]

set non_clock_inputs [all_inputs -no_clocks]
set_input_delay [expr $clk_period * $clk_io_pct] -clock clk0 $non_clock_inputs
set_output_delay [expr $clk_period * $clk_io_pct] -clock clk0 [all_outputs]
$ cat flow/design.v
timeunit 1ns; timeprecision 1ps;
package rad_cdc_meta_cfg_pkg;
  parameter realtime CDC_T_SETUP = 100ps;
  parameter realtime CDC_T_HOLD = 100ps;
  parameter int unsigned CDC_RAND_SEED = 32'hC0FFEE01;
endpackage
timeunit 1ns; timeprecision 1ps;
`default_nettype none
module rad_async_fifo #(
    parameter int DSIZE = 8,   
    parameter int ASIZE = 3    
) (
    input  logic             wclk,
    input  logic             wrst_n,
    input  logic             winc,     
    input  logic [DSIZE-1:0] wdata,
    output logic             wfull,
    input  logic             rclk,
    input  logic             rrst_n,
    input  logic             rinc,     
    output logic [DSIZE-1:0] rdata,
    output logic             rempty
);
  logic [ASIZE-1:0] waddr, raddr;
  logic [ASIZE:0] wptr_gray, rptr_gray;
  logic [ASIZE:0] wq2_rptr, rq2_wptr;   
  rad_async_fifo_sync #(
      .ADDRSIZE(ASIZE)
  ) u_sync_r2w (
      .q2   (wq2_rptr),
      .d    (rptr_gray),
      .clk  (wclk),
      .rst_n(wrst_n)
  );
  rad_async_fifo_sync #(
      .ADDRSIZE(ASIZE)
  ) u_sync_w2r (
      .q2   (rq2_wptr),
      .d    (wptr_gray),
      .clk  (rclk),
      .rst_n(rrst_n)
  );
  rad_async_fifo_mem #(
      .DSIZE(DSIZE),
      .ADDRSIZE(ASIZE)
  ) u_mem (
      .rdata (rdata),
      .wdata (wdata),
      .waddr (waddr),
      .raddr (raddr),
      .wclken(winc),
      .wfull (wfull),
      .wclk  (wclk)
  );
  rad_async_fifo_rptr #(
      .ADDRSIZE(ASIZE)
  ) u_rptr (
      .rempty   (rempty),
      .raddr    (raddr),
      .rptr_gray(rptr_gray),
      .rq2_wptr (rq2_wptr),
      .rinc     (rinc),
      .rclk     (rclk),
      .rrst_n   (rrst_n)
  );
  rad_async_fifo_wptr #(
      .ADDRSIZE(ASIZE)
  ) u_wptr (
      .wfull    (wfull),
      .waddr    (waddr),
      .wptr_gray(wptr_gray),
      .wq2_rptr (wq2_rptr),
      .winc     (winc),
      .wclk     (wclk),
      .wrst_n   (wrst_n)
  );
endmodule
`default_nettype wire
timeunit 1ns; timeprecision 1ps;
`default_nettype none
module rad_async_fifo_mem #(
    parameter int DSIZE    = 8,
    parameter int ADDRSIZE = 3
) (
    output logic [   DSIZE-1:0] rdata,
    input  logic [   DSIZE-1:0] wdata,
    input  logic [ADDRSIZE-1:0] waddr,
    input  logic [ADDRSIZE-1:0] raddr,
    input  logic                wclken,
    input  logic                wfull,
    input  logic                wclk
);
  localparam int DEPTH = 1 << ADDRSIZE;
  logic [DSIZE-1:0] mem[DEPTH];
  assign rdata = mem[raddr];
  always_ff @(posedge wclk) begin
    if (wclken && !wfull) begin
      mem[waddr] <= wdata;
    end
  end
endmodule
`default_nettype wire
timeunit 1ns; timeprecision 1ps;
`default_nettype none
module rad_async_fifo_rptr #(
    parameter int ADDRSIZE = 3
) (
    output logic                rempty,
    output logic [ADDRSIZE-1:0] raddr,
    output logic [  ADDRSIZE:0] rptr_gray,
    input  logic [  ADDRSIZE:0] rq2_wptr,
    input  logic                rinc,
    input  logic                rclk,
    input  logic                rrst_n
);
  logic [ADDRSIZE:0] rbin;
  logic [ADDRSIZE:0] rbin_next;
  logic [ADDRSIZE:0] rgray_next;
  logic              rempty_val;
  always_ff @(posedge rclk or negedge rrst_n) begin
    if (!rrst_n) begin
      rbin <= '0;
      rptr_gray <= '0;
    end else begin
      rbin <= rbin_next;
      rptr_gray <= rgray_next;
    end
  end
  assign raddr = rbin[ADDRSIZE-1:0];
  assign rbin_next = rbin + ((rinc && !rempty) ? 1 : 0);
  assign rgray_next = (rbin_next >> 1) ^ rbin_next;
  assign rempty_val = (rgray_next == rq2_wptr);
  always_ff @(posedge rclk or negedge rrst_n) begin
    if (!rrst_n) begin
      rempty <= 1'b1;
    end else begin
      rempty <= rempty_val;
    end
  end
endmodule
`default_nettype wire
timeunit 1ns; timeprecision 1ps;
`default_nettype none
module rad_async_fifo_sync #(
    parameter int          ADDRSIZE = 3,
    parameter int unsigned STAGES   = 2,
    parameter bit          RESET    = 1'b0
) (
    output logic [ADDRSIZE:0] q2,
    input  logic [ADDRSIZE:0] d,
    input  logic              clk,
    input  logic              rst_n
);
  genvar i;
  generate
    for (i = 0; i <= ADDRSIZE; i++) begin : gen_ptr_sync
      rad_cdc_sync #(
          .STAGES(STAGES),
          .RESET (RESET)
      ) u_rad_cdc_sync_bit (
          .clk    (clk),
          .rst_n  (rst_n),
          .async_i(d[i]),
          .sync_o (q2[i])
      );
    end
  endgenerate
endmodule
`default_nettype wire
timeunit 1ns; timeprecision 1ps;
`default_nettype none
module rad_async_fifo_wptr #(
    parameter int ADDRSIZE = 3
) (
    output logic                wfull,
    output logic [ADDRSIZE-1:0] waddr,
    output logic [  ADDRSIZE:0] wptr_gray,
    input  logic [  ADDRSIZE:0] wq2_rptr,
    input  logic                winc,
    input  logic                wclk,
    input  logic                wrst_n
);
  logic [ADDRSIZE:0] wbin;
  logic [ADDRSIZE:0] wbin_next;
  logic [ADDRSIZE:0] wgray_next;
  logic              wfull_val;
  always_ff @(posedge wclk or negedge wrst_n) begin
    if (!wrst_n) begin
      wbin <= '0;
      wptr_gray <= '0;
    end else begin
      wbin <= wbin_next;
      wptr_gray <= wgray_next;
    end
  end
  assign waddr = wbin[ADDRSIZE-1:0];
  assign wbin_next = wbin + ((winc && !wfull) ? 1 : 0);
  assign wgray_next = (wbin_next >> 1) ^ wbin_next;
  assign wfull_val = (wgray_next == {~wq2_rptr[ADDRSIZE:ADDRSIZE-1], wq2_rptr[ADDRSIZE-2:0]});
  always_ff @(posedge wclk or negedge wrst_n) begin
    if (!wrst_n) begin
      wfull <= 1'b0;
    end else begin
      wfull <= wfull_val;
    end
  end
endmodule
`default_nettype wire
timeunit 1ns; timeprecision 1ps;
`default_nettype none
module rad_cdc_sync #(
    parameter int unsigned STAGES                   = 2,
    parameter bit          RESET                    = 1'b0
) (
    input  logic clk,
    input  logic rst_n,
    input  logic async_i,
    output logic sync_o
);
  localparam int RadCdcStagesOk = (STAGES >= 2) ? 1 : -1;
  typedef logic [RadCdcStagesOk-1:0] rad_cdc_stages_must_be_ge_2;
  (* ASYNC_REG = "true" *) logic [STAGES-1:0] shreg;
  always_ff @(posedge clk or negedge rst_n) begin
    if (!rst_n) shreg <= {STAGES{RESET}};
    else begin
      shreg[0] <= async_i;
      for (int unsigned i = 1; i < STAGES; i++) shreg[i] <= shreg[i-1];
    end
  end
  assign sync_o = shreg[STAGES-1];
endmodule
`default_nettype wire
==> changes_impl.md <==
### Implementation results

- Final std cells w/o fill: 336
- Tool warnings: 27
- Initial antenna violation count: 0
- R2r endpoint: u_wptr.wfull
- Peak supply drop: 0.4835 mV
- Final hold vios: 0
- FP Util: 42.15%
- Initial drt markers: 70
- Worst setup EP type: output pin
- Most used DFF post-synth: edfxtp_1
- Post-cts sizing count: 0
- Slowest-stage cell, CP: mux4_1
- GPL Wtd Cong: 0.7608
- Final WL: 5.598 mm
- Post-synth top area cell: edfxtp_1
- # DRC: 0
- RSZ-0062 raised after global routing: no
- Syn Area/Cell: 21.05 um2
- Initial DRT Pass Iterations: 4
- Pins Over Slew Limit: 0
- Status: completed
- Antenna Nets Post-Route: 0
- FF+latch area: 0.002724 mm2
- Hold Crit Class: reg -> reg
- Die Area: 0.009759 mm2
- Hold Buf Count CTS: 0
- Post-CTS Setup Inserts: 0
- Capture point of the worst path: rdata[2]
- CTS tree: built
- Die Y: 98.79 um
- Final setup violation count: 0
- Final instance area: 0.004378 mm2
- Routed vias/inst: 4.952
- Critical path class: reg -> out
- IO buf count: 22
- Area after DPL: 0.004149 mm2
- CTS Sinks: 96
- Area added between synthesis and finish: 16.83%
- R2R Setup Slk: 1.26 ns
- Flip-flops with a built-in enable: 64
- Max Cap Violations: 0
- Std cell rows: 34
- Reg2reg start: u_wptr.wfull
- Pin count of the biggest net entering global routing: 19
- GR Overflow Total: 0
- Rel. slew slack: 55.48%
- Final setup TNS: 0 ns
- Power per Cell Area: 872.1 mW/mm2
- Combinational Area: 964.7 um2
- Critical Path AT: 2.16 ns
- Cells after Synth: 178
- Clk pin slew, worst setup/hold paths: 0.08 ns
- Synth Seq Share: 72.69%
- # diodes: 0
- Registers, synthesis: 96
- R2r worst-path depth: 6
- Cell Type Count: 28
- Filler cell count: 709
- Global Route Usage Sum: 13.73%
- Final HPWL from detailed placement: 3.739 mm
- Vias in the first global route: 1722
- Die W: 98.79 um
- Core ar.: 0.008891 mm2
- DR vias: 1664
- Synth warnings: 0
- Max stage delay on crit path: 0.63 ns
- Hold Slack: 0.2731 ns
- Worst Clk Skew: 0.01013 ns
- Req. time, crit path: 2.64 ns
- CP startpoint: u_rptr.rbin[0]
- Final Util: 49.24%
- Layout cells sized above 1: 19.30%
- Mapped cell area: 0.003747 mm2
- Dominant cell area share: 51.29%
- Worst-margin pin slew: 0.6657 ns
- Startpoint Class: flop
- CP Max Fanout: 18
- IO Pins: 24
- Yosys cell count: 178
- Ys async rst share: 33.33%
- YS chip area: 0.003747 mm2
- First-pass GRT wire length: 9.094 mm
- Chain of cells forming the critical path: buf_4 > mux4_1 > mux2_2 > clkdlybuf4s50_1
- Leakage power: 1.651 nW
- Count leader, synth: edfxtp_1
- Placed cells: 316
- Most frequent cells after synthesis: 64 x edfxtp_1, 31 x dfrtp_1, 15 x mux4_1, 9 x xor2_1, 8 x mux2_2
- Wire length per cell: 16.66 um
- Main area contributors: edfxtp_1 51%, dfrtp_1 21%, mux4_1 11%
## flip-flops by register name, indices dropped and copies added (netlist names)
| register | cells |
|---|---|
| u_rptr.rptr_gray | 3 |
| u_mem.mem | 64 |
| u_wptr.wptr_gray | 3 |
| u_rptr.rempty | 1 |
| u_wptr.wfull | 1 |
| u_sync_w2r.gen_ptr_sync.u_rad_cdc_sync_bit.shreg | 8 |
| u_wptr.wbin | 4 |
| u_rptr.rbin | 4 |
| u_sync_r2w.gen_ptr_sync.u_rad_cdc_sync_bit.shreg | 8 |
## worst min-delay path by stage
stage | from | to | slack [ns] | cells past startpoint
CTS | u_rptr.rptr_gray[2] | flop | 0.27 | 0
global route | u_rptr.rptr_gray[2] | flop | 0.26 | 0
finish | u_rptr.rptr_gray[2] | flop | 0.27 | 0
## per-stage QoR
stage                     power [W]  setup WS [ns]
after detailed placement   0.003074         0.5222
final                      0.003818         0.4835
after CTS                  0.003875         0.4546
after floorplan            0.002655          1.100
after global routing       0.004064         0.3607
after global placement     0.003065         0.5748
## where the power goes
group          leakage (nW)  internal, W  switching, W  total (W)
combinational         0.568     0.000773      0.000487    0.00126
clock                 0.126     0.000406      0.000382   0.000789
sequential            0.956      0.00161      0.000163    0.00177
total                  1.65      0.00279       0.00103    0.00382
## layout by cell type (no fill, tap or decap), types with 4 or more instances in the layout
master	n
clkbuf_8	14
buf_4	14
xnor3_1	4
mux4_1	15
edfxtp_1	64
clkdlybuf4s50_1	22
nor2_1	6
nand2_1	4
mux2_2	8
xnor2_1	5
xor2_1	9
dfrtp_1	31
ha_1	4
## cells by family (layout without fill, tap and decap cells)
logic type      after synthesis  count (layout)  synth area share [%]
compound gates                2               2                0.3672
buf+inv                       6              56                 1.569
mux                          24              24                 13.52
flops                        96              96                 72.69
xor+xnor                     20              20                 6.945
fa+ha+maj                     4               4                 1.336
simple gates                 26              26                 3.573
## critical path: cells and delay by family (launching register included)
family   cells  cell delay, ns
mux          2            0.91
buf+inv      2            0.67
flops        1            0.32
## per-layer routing
metal / part of all wire (%) / vias up / track usage, %
met4: 0.59 / 0 / 1.722
met5: 0 / - / 0
met2: 45 / 71 / 18.77
met3: 11 / 4 / 8.369
li1: - / 787 / -
met1: 43 / 802 / 21.35
## final cells by class
type,count,area share (%)
sequential,96,62.22
multi-input combinational,76,22.03
timing repair buffer,36,7.431
clock buffer,15,4.573
tap,108,3.087
clock inverter,5,0.6573
Power is estimated from default activity; no workload was simulated.
